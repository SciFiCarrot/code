==> flow/config.mk <==
export PLATFORM = sky130hd
export DESIGN_NAME = enigma_core
export DESIGN_NICKNAME = enigma_core
export VERILOG_FILES = /design/flow/design.v
export SDC_FILE = /design/flow/constraint.sdc
export NUM_CORES = 4
export LEC_CHECK = 1
export CORE_UTILIZATION = 50
==> flow/constraint.sdc <==
current_design enigma_core

set clk_period 41.2
set clk_io_pct 0.2

create_clock -name clk0 -period $clk_period [get_ports {clk}]

set non_clock_inputs [all_inputs -no_clocks]
set_input_delay [expr $clk_period * $clk_io_pct] -clock clk0 $non_clock_inputs
set_output_delay [expr $clk_period * $clk_io_pct] -clock clk0 [all_outputs]
==> flow/design.v <==
module enigma_core (
  input  wire       clk,
  input  wire       rst_n,
  input  wire       ena,
  input  wire [4:0] din,         
  input  wire       confirm,     
  input  wire       reset_btn,   
  output reg  [4:0] dout,
  output reg        valid
);
  reg [4:0] ROT3_FWD [0:25];
  reg [4:0] ROT1_FWD [0:25];
  reg [4:0] ROT4_FWD [0:25];
  reg [4:0] UKWB_FWD [0:25];
  initial begin
    ROT3_FWD[ 0]=5'd1;  ROT3_FWD[ 1]=5'd3;  ROT3_FWD[ 2]=5'd5;  ROT3_FWD[ 3]=5'd7;
    ROT3_FWD[ 4]=5'd9;  ROT3_FWD[ 5]=5'd11; ROT3_FWD[ 6]=5'd2;  ROT3_FWD[ 7]=5'd15;
    ROT3_FWD[ 8]=5'd17; ROT3_FWD[ 9]=5'd19; ROT3_FWD[10]=5'd23; ROT3_FWD[11]=5'd21;
    ROT3_FWD[12]=5'd25; ROT3_FWD[13]=5'd13; ROT3_FWD[14]=5'd12; ROT3_FWD[15]=5'd14;
    ROT3_FWD[16]=5'd16; ROT3_FWD[17]=5'd10; ROT3_FWD[18]=5'd22; ROT3_FWD[19]=5'd20;
    ROT3_FWD[20]=5'd18; ROT3_FWD[21]=5'd24; ROT3_FWD[22]=5'd8;  ROT3_FWD[23]=5'd4;
    ROT3_FWD[24]=5'd0;  ROT3_FWD[25]=5'd6;
    ROT1_FWD[ 0]=5'd4;  ROT1_FWD[ 1]=5'd10; ROT1_FWD[ 2]=5'd12; ROT1_FWD[ 3]=5'd5;
    ROT1_FWD[ 4]=5'd11; ROT1_FWD[ 5]=5'd6;  ROT1_FWD[ 6]=5'd3;  ROT1_FWD[ 7]=5'd16;
    ROT1_FWD[ 8]=5'd21; ROT1_FWD[ 9]=5'd25; ROT1_FWD[10]=5'd13; ROT1_FWD[11]=5'd19;
    ROT1_FWD[12]=5'd14; ROT1_FWD[13]=5'd22; ROT1_FWD[14]=5'd24; ROT1_FWD[15]=5'd7;
    ROT1_FWD[16]=5'd23; ROT1_FWD[17]=5'd20; ROT1_FWD[18]=5'd18; ROT1_FWD[19]=5'd15;
    ROT1_FWD[20]=5'd0;  ROT1_FWD[21]=5'd8;  ROT1_FWD[22]=5'd1;  ROT1_FWD[23]=5'd17;
    ROT1_FWD[24]=5'd2;  ROT1_FWD[25]=5'd9;
    ROT4_FWD[ 0]=5'd4;  ROT4_FWD[ 1]=5'd18; ROT4_FWD[ 2]=5'd14; ROT4_FWD[ 3]=5'd21;
    ROT4_FWD[ 4]=5'd15; ROT4_FWD[ 5]=5'd25; ROT4_FWD[ 6]=5'd9;  ROT4_FWD[ 7]=5'd0;
    ROT4_FWD[ 8]=5'd16; ROT4_FWD[ 9]=5'd20; ROT4_FWD[10]=5'd8;  ROT4_FWD[11]=5'd17;
    ROT4_FWD[12]=5'd7;  ROT4_FWD[13]=5'd11; ROT4_FWD[14]=5'd3;  ROT4_FWD[15]=5'd13;
    ROT4_FWD[16]=5'd6;  ROT4_FWD[17]=5'd22; ROT4_FWD[18]=5'd1;  ROT4_FWD[19]=5'd10;
    ROT4_FWD[20]=5'd5;  ROT4_FWD[21]=5'd12; ROT4_FWD[22]=5'd2;  ROT4_FWD[23]=5'd23;
    ROT4_FWD[24]=5'd24; ROT4_FWD[25]=5'd19;
    UKWB_FWD[ 0]=5'd24; UKWB_FWD[ 1]=5'd17; UKWB_FWD[ 2]=5'd20; UKWB_FWD[ 3]=5'd7;
    UKWB_FWD[ 4]=5'd16; UKWB_FWD[ 5]=5'd19; UKWB_FWD[ 6]=5'd11; UKWB_FWD[ 7]=5'd3;
    UKWB_FWD[ 8]=5'd23; UKWB_FWD[ 9]=5'd13; UKWB_FWD[10]=5'd12; UKWB_FWD[11]=5'd14;
    UKWB_FWD[12]=5'd6;  UKWB_FWD[13]=5'd9;  UKWB_FWD[14]=5'd10; UKWB_FWD[15]=5'd5;
    UKWB_FWD[16]=5'd0;  UKWB_FWD[17]=5'd25; UKWB_FWD[18]=5'd4;  UKWB_FWD[19]=5'd22;
    UKWB_FWD[20]=5'd15; UKWB_FWD[21]=5'd21; UKWB_FWD[22]=5'd2;  UKWB_FWD[23]=5'd18;
    UKWB_FWD[24]=5'd8;  UKWB_FWD[25]=5'd1;
  end
  localparam [4:0] NOTCH_I   = 5'd16;  
  localparam [4:0] NOTCH_III = 5'd21;  
  reg [4:0] pos_r, pos_m, pos_l;
  reg       busy;
  reg [4:0] din_q;
  reg       notch_r, notch_m;
  reg [4:0] s0, s1, s2, s3, s4, s5, s6, res;
  function [4:0] add26;
    input [5:0] a;
    reg   [5:0] t;
    begin
      t = a;
      if (t >= 6'd26) t = t - 6'd26;   
      add26 = t[4:0];
    end
  endfunction
  function [4:0] rotor_fwd;
    input [4:0] sym;
    input [4:0] pos;
    input [1:0] which;      
    reg   [4:0] idx, o;
    begin
      idx = add26(sym + pos);
      if (which==2'd0)       o = ROT3_FWD[idx];
      else if (which==2'd1)  o = ROT1_FWD[idx];
      else                   o = ROT4_FWD[idx];
      rotor_fwd = add26(o + 6'd26 - pos);
    end
  endfunction
  function [4:0] rotor_inv;
    input [4:0] sym;
    input [4:0] pos;
    input [1:0] which;     
    integer k;
    reg [4:0] tgt, idx;
    begin
      tgt = add26(sym + pos);
      idx = 5'd0;
      if (which==2'd0) begin
        for (k=0;k<26;k=k+1) if (ROT3_FWD[k]==tgt) idx = k;    
      end else if (which==2'd1) begin
        for (k=0;k<26;k=k+1) if (ROT1_FWD[k]==tgt) idx = k;
      end else begin
        for (k=0;k<26;k=k+1) if (ROT4_FWD[k]==tgt) idx = k;
      end
      rotor_inv = add26(idx + 6'd26 - pos);
    end
  endfunction
  function [4:0] refl;
    input [4:0] sym;
    begin
      refl = UKWB_FWD[sym];
    end
  endfunction
  always @(posedge clk or negedge rst_n) begin
    if (!rst_n) begin
      pos_r <= 5'd12;
      pos_m <= 5'd11;
      pos_l <= 5'd25;
      busy  <= 1'b0;
      valid <= 1'b0;
      dout  <= 5'd0;
      din_q <= 5'd0;
    end else if (ena) begin
      valid <= 1'b0;
      if (reset_btn) begin
        pos_r <= 5'd12; pos_m <= 5'd11; pos_l <= 5'd25;
      end
      if (confirm && !busy && (din < 5'd26)) begin
        busy  <= 1'b1;
        din_q <= din;
        notch_r <= (pos_r == NOTCH_III);
        notch_m <= (pos_m == NOTCH_I);
        pos_l <= add26(pos_l + (notch_m ? 6'd1 : 6'd0));
        pos_m <= add26(pos_m + ((notch_r || notch_m) ? 6'd1 : 6'd0));
        pos_r <= add26(pos_r + 6'd1);
      end
      if (busy) begin
        s0  = din_q;
        s1  = rotor_fwd(s0, pos_r, 2'd0);
        s2  = rotor_fwd(s1, pos_m, 2'd1);
        s3  = rotor_fwd(s2, pos_l, 2'd2);
        s4  = refl(s3);
        s5  = rotor_inv(s4, pos_l, 2'd2);
        s6  = rotor_inv(s5, pos_m, 2'd1);
        res = rotor_inv(s6, pos_r, 2'd0);
        dout  <= res;
        valid <= 1'b1;
        busy  <= 1'b0;
      end
    end
  end
endmodule
==> flow/run.sh <==
#!/bin/bash
# OpenROAD 26Q1-2900-gdf79404cd8, Yosys 0.63+post, stock flow scripts
make -C /OpenROAD-flow-scripts/flow DESIGN_CONFIG=/design/flow/config.mk WORK_HOME=/design/flow/orfs finish
==> flow_results.xml <==
<?xml version="1.0" encoding="UTF-8"?>
<metrics>
  <group name="critical_path">
    <metric name="crit_path_max_fanout" unit="">13</metric>
    <metric name="critical_path_required" unit="ns">41.35</metric>
    <metric name="worstPathArrival" unit="ns">28.67</metric>
    <metric name="r2r_setup_slack" unit="ns">12.68</metric>
    <metric name="worstReg2RegStart" unit="">pos_r[0]</metric>
    <metric name="critPathCaptureType" unit="">flip-flop</metric>
    <metric name="crit-reg2reg-capture" unit="">dout[2]</metric>
    <metric name="r2r.worst_path.cells" unit="">139</metric>
    <metric name="critPathMaxStageDelay" unit="ns">1.02</metric>
    <metric name="criticalPathCategory" unit="">reg -&gt; reg</metric>
    <metric name="cp-start-kind" unit="">flip-flop</metric>
    <metric name="timing.critical_path.mode_cell" unit="">sky130_fd_sc_hd__ha_1</metric>
    <metric name="standard_cell_with_the_maximum_stage_delay_on_the_critical_path" unit="">sky130_fd_sc_hd__fa_1</metric>
    <metric name="timing.critical_path.from" unit="">pos_r[0]</metric>
  </group>
  <group name="routing">
    <metric name="n_diodes" unit="">0</metric>
    <metric name="routed_via_density" unit="">5.58</metric>
    <metric name="wl_per_cell" unit="µm">13.1</metric>
    <metric name="firstDrtPassIters" unit="">5</metric>
    <metric name="number_of_design_rule_violations_left_by_the_first_detailed_router_iteration" unit="">314</metric>
    <metric name="drt_drc_violations_left" unit="">0</metric>
    <metric name="sum_of_routed_wire_length_over_all_layers" unit="µm">15500</metric>
    <metric name="num_vias" unit="">6596</metric>
    <metric name="count_of_nets_left_with_antenna_violations_after_detail_routing" unit="">0</metric>
  </group>
  <group name="grt">
    <metric name="grt_use_total" unit="%">21.0</metric>
    <metric name="top_usage_layer" unit="">met2</metric>
    <metric name="grt_antenna_before_repair" unit="">0</metric>
    <metric name="first_pass_grt_wire_length" unit="µm">27900</metric>
    <metric name="grt_pass1_vias" unit="">6084</metric>
    <metric name="globalRouteMet2Util" unit="%">36.1</metric>
    <metric name="grt-ovfl-total" unit="">0</metric>
    <metric name="globalRouteMet3Util" unit="%">1.08</metric>
    <metric name="grt_start_max_net_pins" unit="">29</metric>
    <metric name="grt_util_met1" unit="%">31.4</metric>
  </group>
  <group name="floorplanning">
    <metric name="design.die.area" unit="µm²">15800</metric>
    <metric name="core_area" unit="µm²">14800</metric>
    <metric name="ioPinCount" unit="">16</metric>
    <metric name="floorplan.die.width" unit="µm">126</metric>
    <metric name="die-height" unit="µm">126</metric>
    <metric name="row_count" unit="">44</metric>
    <metric name="initCoreUtil" unit="%">51.9</metric>
  </group>
  <group name="final_timing">
    <metric name="finalClockPeriodUsage" unit="%">69.2</metric>
    <metric name="rsz0062_at_grt" unit="">no</metric>
    <metric name="fmax" unit="MHz">35.1</metric>
    <metric name="setup_tns" unit="ns">0</metric>
    <metric name="final.min_clock_period" unit="ns">28.52</metric>
    <metric name="timing.hold.ws" unit="ns">0.479</metric>
    <metric name="final-setup-viol-count" unit="">0</metric>
    <metric name="timing.slew.headroom" unit="%">47.0</metric>
    <metric name="hold_viol_final" unit="">0</metric>
    <metric name="fin_worst_skew" unit="ns">0.00368</metric>
    <metric name="worstMarginPinSlew" unit="ns">0.789</metric>
    <metric name="final.setup.worst_slack" unit="ns">12.68</metric>
    <metric name="maxSlewViolCount" unit="">0</metric>
  </group>
  <group name="job">
    <metric name="warnings" unit="">43</metric>
    <metric name="maxCapViolations" unit="">0</metric>
  </group>
  <group name="yosys">
    <metric name="yosys.stat.seqShare" unit="%">9.74</metric>
    <metric name="ys.flops" unit="">29</metric>
    <metric name="yosys_synthesis_warning_count" unit="">1</metric>
    <metric name="synth_async_sr_flop_share" unit="%">93.1</metric>
    <metric name="ys_types" unit="">105</metric>
    <metric name="syn_area_per_cell" unit="µm²">7.68</metric>
    <metric name="yosys.area.top_type_share" unit="%">20.6</metric>
    <metric name="yosys.stat.chipArea" unit="µm²">7650</metric>
    <metric name="synthTopCellsByCount" unit="">sky130_fd_sc_hd__ha_1 (126), sky130_fd_sc_hd__inv_1 (111), sky130_fd_sc_hd__nand2_1 (94)</metric>
    <metric name="top_area_cell" unit="">sky130_fd_sc_hd__ha_1</metric>
    <metric name="yosysMostFrequentCell" unit="">sky130_fd_sc_hd__ha_1</metric>
    <metric name="synth_stat.cells" unit="">996</metric>
    <metric name="synthCells" unit="">996</metric>
    <metric name="ranking_of_synthesized_cells_by_area" unit="">sky130_fd_sc_hd__ha_1 (21%), sky130_fd_sc_hd__dfrtp_1 (6.2%), sky130_fd_sc_hd__xnor2_1 (5.6%), sky130_fd_sc_hd__a21oi_1 (5.6%), sky130_fd_sc_hd__inv_1 (5.4%)</metric>
    <metric name="ys.flop_type" unit="">sky130_fd_sc_hd__dfrtp_1</metric>
    <metric name="synth-edff-count" unit="">2</metric>
    <metric name="post_synth_instance_area" unit="µm²">7650</metric>
  </group>
  <group name="clock_tree">
    <metric name="cts_tree" unit="">yes</metric>
    <metric name="cts_post_setup_buffers_inserted" unit="">0</metric>
    <metric name="tritoncts.num_buffers" unit="">5</metric>
    <metric name="clk-insertion-delay-late" unit="ns">0.27</metric>
    <metric name="clk_path_buf_depth" unit="">2</metric>
    <metric name="ctsRootBufferMaster" unit="">sky130_fd_sc_hd__clkbuf_16</metric>
    <metric name="tritoncts_num_sinks" unit="">29</metric>
    <metric name="resized_after_cts" unit="">0</metric>
    <metric name="clk_pin_slew_worst_paths" unit="ns">0.05</metric>
    <metric name="ctsHtreeMaxLevel" unit="">2</metric>
    <metric name="post_cts_hold_buffer_count" unit="">0</metric>
  </group>
  <group name="placed_design">
    <metric name="place_ws" unit="ns">12.63</metric>
    <metric name="gp_congestion" unit="">0.865</metric>
    <metric name="port-buffer-count" unit="">15</metric>
    <metric name="dp_hpwl" unit="µm">12300</metric>
    <metric name="detailed_place.area" unit="µm²">7960</metric>
  </group>
  <group name="final_layout">
    <metric name="syn2layout_area_growth" unit="%">5.92</metric>
    <metric name="design_area" unit="µm²">8110</metric>
    <metric name="share_of_layout_cells_above_drive_strength_1" unit="%">7.51</metric>
  </group>
  <group name="worst_hold_path">
    <metric name="whs_path_depth" unit="">2</metric>
    <metric name="min_to" unit="">dout[1]</metric>
    <metric name="min_from" unit="">dout[1]</metric>
    <metric name="hold_path.class" unit="">reg -&gt; reg</metric>
  </group>
  <group name="run_status">
    <metric name="outcome" unit="">completed</metric>
  </group>
</metrics>
-- cell families after synthesis --
logic type / count (synthesis) / synth area share, %
compound gates: 300 / 26.3
xor+xnor: 74 / 9.68
fa+ha+maj: 138 / 23.7
buf+inv: 141 / 7.24
flops: 29 / 9.74
mux: 33 / 4.82
simple gates: 281 / 18.5
-- per-stage QoR --
stage	instances	util, %
4_1_cts	1183	54.9
2_1_floorplan	996	-
3_3_place_gp	1176	54.0
5_1_grt	1183	54.9
3_5_place_dp	1176	54.0
6_report	1183	54.9
-- worst max path at each step --
stage                 slack, ns  depth (start not counted)  endpoint
after CTS                 12.59                        139   dout[2]
after global routing       9.83                        134   dout[2]
final                     12.68                        139   dout[2]
-- flip-flops by register name, indices dropped and copies added (netlist names) --
signal,cells
pos_r,5
notch_m,1
pos_l,5
valid,1
pos_m,5
dout,5
notch_r,1
busy,1
din_q,5
-- critical path: cells and delay by family, from the launching register on --
family	cells	cell delay (ns)
AOI/OAI and AO/OA	53	9.13
xor gates and xnor gates	16	4.43
adders and majority gates	31	9.89
buffers and inverters	20	1.44
DFF	1	0.49
muxes	5	1.36
and+or+nand+nor	14	1.65
-- cells in the final DEF, fill, tap and decap left out, drive strengths merged, types with 22 or more instances in the layout --
master / count
nor2: 66
nand2: 96
a21oi: 90
nor3: 22
ha: 126
inv: 114
mux2i: 24
a21o: 31
xnor2: 54
o21ai: 63
-- layer usage --
metal | share of wire (%) | vias up
met1 | 51 | 2970
met5 | 0 | -
met2 | 47 | 67
met4 | 0.17 | 0
li1 | - | 3555
met3 | 1.8 | 4
-- final cells by class --
class / instances / area, µm²
inverters: 115 / 432
multi-input cells: 826 / 6350
flip-flops and latches: 29 / 746
fillers: 1429 / 6650
well taps: 184 / 230
repair buffers: 22 / 203
clock buffers: 7 / 143
